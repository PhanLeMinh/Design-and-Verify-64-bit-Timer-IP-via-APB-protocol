**/design/flow/design.v**
```verilog
module apb_slave(
	input clk,	
	input rst_n,
	input psel,
	input pwrite,
	input penable,
	output wr_en,	
	output rd_en,
	output pready
);
assign wr_en = psel & pwrite & penable;
assign rd_en = psel & !pwrite & penable;
reg pready_r;
assign pready = pready_r;
always @(posedge clk or negedge rst_n)
begin
	if(!rst_n) begin
		pready_r <= 0;
	end
	else if(psel && penable && pwrite) begin  
		pready_r <= 1;
	end
	else if(psel & penable & !pwrite) begin  
		pready_r <= 1;
	end
	else begin
		pready_r <= 0;
	end
end
endmodule
module counter(
	input clk,
	input rst_n,
	input cnt_en,
	input [3:0] pstrb,
	input [31:0] wdata,  
	input tdr0_wr_sel,  
	input tdr1_wr_sel,  
	input timer_en_neg,  
	output [63:0] cnt 
);
parameter CNT_DEFAULT = 32'h0;
wire [31:0] cnt0_tmp;
wire [31:0] cnt1_tmp;
wire [63:0] cnt_plus_1;
reg [31:0] cnt0;
reg [31:0] cnt1;
assign cnt0_tmp[7:  0] = pstrb[0] & tdr0_wr_sel ? wdata[7:0] : timer_en_neg ? 8'h0 : 
	                                 		             cnt_en ? cnt_plus_1[7:  0] : cnt0[7:0];
assign cnt0_tmp[15: 8] = pstrb[1] & tdr0_wr_sel ? wdata[15:8] :timer_en_neg ? 8'h0 :
                                                                     cnt_en ? cnt_plus_1[15: 8] : cnt0[15:8];
assign cnt0_tmp[23:16] = pstrb[2] & tdr0_wr_sel ? wdata[23:16] : timer_en_neg ? 8'h0 :
                                                                     cnt_en ? cnt_plus_1[23:16] : cnt0[23:16];
assign cnt0_tmp[31:24] = pstrb[3] & tdr0_wr_sel ? wdata[31:24] : timer_en_neg ? 8'h0 :
                                                                     cnt_en ? cnt_plus_1[31:24] : cnt0[31:24];
always @(posedge clk or negedge rst_n)
begin
	if(!rst_n) begin
		cnt0 <= CNT_DEFAULT;
	end
	else begin 
		cnt0 <= cnt0_tmp;
	end
end	
assign cnt1_tmp[7:  0] = pstrb[0] & tdr1_wr_sel ? wdata[7:  0]: timer_en_neg ? 8'h0 :
                                                                      cnt_en ? cnt_plus_1[39:32] : cnt1[7:0];
assign cnt1_tmp[15: 8] = pstrb[1] & tdr1_wr_sel ? wdata[15: 8]: timer_en_neg ? 8'h0 :
                                                                      cnt_en ? cnt_plus_1[47:40] : cnt1[15:8];
assign cnt1_tmp[23:16] = pstrb[2] & tdr1_wr_sel ? wdata[23:16]: timer_en_neg ? 8'h0 :
                                                                      cnt_en ? cnt_plus_1[55:48] : cnt1[23:16];
assign cnt1_tmp[31:24] = pstrb[3] & tdr1_wr_sel ? wdata[31:24]: timer_en_neg ? 8'h0 :
                                                                      cnt_en ? cnt_plus_1[63:56] : cnt1[31:24];
always @(posedge clk or negedge rst_n)
begin
	if(!rst_n) begin
		cnt1 <= CNT_DEFAULT;
	end
	else begin
		cnt1 <= cnt1_tmp;
	end
end
assign cnt_plus_1 = cnt + 1'b1;
assign cnt = {cnt1, cnt0};
endmodule
module counter_control(
	input       clk,
	input       rst_n,
	input       div_en,
	input [3:0] div_val,
	input       halt_req,
	input       timer_en,
	input       debug_mode,
	output      cnt_en
);
wire default_mode; 
wire control_mode;
wire control_mode_other;
wire cnt_rst;
wire [7:0] int_cnt_nxt;
reg  [7:0] int_cnt;
reg  [7:0] limit;
assign default_mode = !div_en & timer_en  ;
assign control_mode =  div_en & timer_en & (div_val == 0);
assign control_mode_other = div_en & timer_en & (div_val != 0) & (int_cnt == limit);
assign cnt_rst = !timer_en | !div_en | (limit == int_cnt); 
always @(*)
begin
	case(div_val)
		4'b0001: limit = 1;	
		4'b0010: limit = 3;
		4'b0011: limit = 7;
		4'b0100: limit = 15;
		4'b0101: limit = 31;
		4'b0110: limit = 63;
		4'b0111: limit = 127;
		4'b1000: limit = 255;
		default: limit = 0;
	endcase	
end
assign int_cnt_nxt = halt_req ? int_cnt :
	                        cnt_rst ? 8'h0 : int_cnt + 1'b1;
always @(posedge clk or negedge rst_n)
begin
	if(!rst_n) begin
		int_cnt <= 8'h0;
	end
	else begin
		int_cnt <= int_cnt_nxt;
	end
end
assign cnt_en = (default_mode || control_mode || control_mode_other) & !halt_req ;
endmodule
module register(
	input clk,	
	input rst_n,
	input [11:0] addr,
	input [31:0] wdata,
	input wr_en,
	input rd_en,
	input [3:0] pstrb,
	input [63:0] cnt,
	input debug_mode,
	output tim_int,
	output reg div_en,
	output reg [3:0] div_val,
	output halt_req_out,
	output reg timer_en,
	output[31:0] rdata,
        output pslverr,
	output timer_en_neg,
	output tdr0_wr_sel,
	output tdr1_wr_sel
);
parameter ADDR_TCR   = 12'h00; 
parameter ADDR_TDR0  = 12'h04;  
parameter ADDR_TDR1  = 12'h08;
parameter ADDR_TCMP0 = 12'h0C;
parameter ADDR_TCMP1 = 12'h10;
parameter ADDR_TIER  = 12'h14;
parameter ADDR_TISR  = 12'h18;
parameter ADDR_THCSR = 12'h1C;
parameter TDR0_DEFAULT  = 32'h0000_1000;
parameter TDR1_DEFAULT  = 32'h0000_0000;
parameter TCMP0_DEFAULT = 32'hFFFF_FFFF;
parameter TCMP1_DEFAULT = 32'hFFFF_FFFF;
parameter TIER_DEFAULT  = 32'h0000_0000;
parameter TISR_DEFAULT  = 32'h0000_0000;
parameter THCSR_DEFAULT = 32'h0000_0000;
reg  [31:0] tcr_r;
wire timer_en_tmp;
wire div_en_tmp;
wire [3:0] div_val_tmp;
wire div_val_timer_en_err;
wire div_en_timer_en_err;
wire div_val_err;
wire [31:0] tcr_tmp;
reg timer_en_1d;
reg  [31:0] tcmp0_r;
wire [31:0] tcmp0_tmp;
reg  [31:0] tcmp1_r;
wire [31:0] tcmp1_tmp;
reg  [31:0] tier_r;
wire int_en;
wire [31:0] tier_tmp;
reg  [31:0] tisr_r;
wire int_st;
wire [31:0] tisr_tmp;
wire int_clr;
wire int_set;
reg  [31:0] thcsr_r;
wire halt_ack;
reg  halt_req_r;
wire [31:0] thcsr_tmp;
reg  [31:0] rdata_r;
reg  [7 :0] reg_sel;
always @(*) 
begin
	case(addr)
		ADDR_TCR  :    reg_sel = 8'b0000_0001;
		ADDR_TDR0 :    reg_sel = 8'b0000_0010;
		ADDR_TDR1 :    reg_sel = 8'b0000_0100;
		ADDR_TCMP0:    reg_sel = 8'b0000_1000;
		ADDR_TCMP1:    reg_sel = 8'b0001_0000;
		ADDR_TIER :    reg_sel = 8'b0010_0000;
		ADDR_TISR :    reg_sel = 8'b0100_0000;
		ADDR_THCSR:    reg_sel = 8'b1000_0000;
		default:  reg_sel = 8'b0000_0000;
	endcase
end
always @(posedge clk or negedge rst_n) 
begin
        if(!rst_n) begin
                timer_en_1d <= 1'b0;
        end else begin
                timer_en_1d <= timer_en;
        end 
end
assign timer_en_neg = ~timer_en & timer_en_1d;
assign timer_en_tmp = (pstrb[0] & wr_en & reg_sel[0] & ~pslverr)  ? wdata[0] : timer_en;
assign div_en_tmp = (pstrb[0] & wr_en & reg_sel[0] & ~pslverr)    ? wdata[1] : div_en;
assign div_val_tmp = ((wdata[11:8] <= 8) & wr_en & reg_sel[0] & ~pslverr & pstrb[1])   ? wdata[11:8] : div_val;
assign div_val_err = (pstrb[1] & reg_sel[0]) & (wdata[11:8] > 8);
assign div_val_timer_en_err = (pstrb[1] & wr_en & reg_sel[0]) & (wdata[11:8] != div_val) & timer_en;
assign div_en_timer_en_err = (pstrb[0] &wr_en & reg_sel[0]) & (wdata[1] != div_en) & timer_en;
assign pslverr = div_val_err | div_val_timer_en_err | div_en_timer_en_err ;
always @(posedge clk or negedge rst_n)
begin
	if(!rst_n) begin
		div_en <= 0;
		div_val <= 4'b0001;
		timer_en <= 0;
	end
	else begin
		div_en <= div_en_tmp;
		div_val <= div_val_tmp;
		timer_en <= timer_en_tmp;
	end
end
assign tdr0_wr_sel = wr_en & reg_sel[1]; 
assign tdr1_wr_sel = wr_en & reg_sel[2];
assign tcmp0_tmp[7:  0] = (pstrb[0] & wr_en & reg_sel[3]) ? wdata[7:0] : tcmp0_r[7:0];
assign tcmp0_tmp[15: 8] = (pstrb[1] & wr_en & reg_sel[3]) ? wdata[15:8] : tcmp0_r[15:8];
assign tcmp0_tmp[23:16] = (pstrb[2] & wr_en & reg_sel[3]) ? wdata[23:16] : tcmp0_r[23:16];
assign tcmp0_tmp[31:24] = (pstrb[3] & wr_en & reg_sel[3]) ? wdata[31:24] : tcmp0_r[31:24];
always @(posedge clk or negedge rst_n)
begin
        if(!rst_n) begin
                tcmp0_r <= TCMP0_DEFAULT;
        end 
        else begin
                tcmp0_r <= tcmp0_tmp;
        end 
end
assign tcmp1_tmp[7:  0] = (pstrb[0] & wr_en & reg_sel[4]) ? wdata[7:0] : tcmp1_r[7:0];
assign tcmp1_tmp[15: 8] = (pstrb[1] & wr_en & reg_sel[4]) ? wdata[15:8] : tcmp1_r[15:8];
assign tcmp1_tmp[23:16] = (pstrb[2] & wr_en & reg_sel[4]) ? wdata[23:16] : tcmp1_r[23:16];
assign tcmp1_tmp[31:24] = (pstrb[3] & wr_en & reg_sel[4]) ? wdata[31:24] : tcmp1_r[31:24];
always @(posedge clk or negedge rst_n)
begin
	if(!rst_n) begin
		tcmp1_r <= TCMP1_DEFAULT;
	end 
	else begin
		tcmp1_r <= tcmp1_tmp;
	end
end
wire [63:0] compare_val; 
assign compare_val = {tcmp1_r, tcmp0_r};
assign int_en = (pstrb[0] & wr_en & reg_sel[5]) ? wdata[0] : tier_r[0];  
assign tier_tmp = {31'h0, int_en};
always @(posedge clk or negedge rst_n)
begin
	if(!rst_n) begin
		tier_r <= TIER_DEFAULT;
	end
	else begin
		tier_r <= tier_tmp;
	end
end
assign int_set = (cnt == compare_val);
assign int_clr = pstrb[0] & wr_en & wdata[0]  & reg_sel[6] ;
assign int_st = tisr_r[0];
always @(posedge clk or negedge rst_n)
begin
	if(!rst_n) begin
		tisr_r <= TISR_DEFAULT;
	end else if(int_clr) begin
		tisr_r[0] <= 1'b0;
	end else if(int_set) begin
		tisr_r[0] <= 1'b1;
	end
	else begin
		tisr_r[0] <= tisr_r[0];
	end
end
assign tim_int = int_st & int_en;
assign halt_req = (pstrb[0] & wr_en & reg_sel[7]) ? wdata[0]: halt_req_r;
assign halt_ack = halt_req_r & debug_mode;
assign halt_req_out =  halt_ack;
assign thcsr_tmp = {30'h0, halt_ack, halt_req_r};
always @(posedge clk or negedge rst_n)
begin
	if(!rst_n) begin
		halt_req_r <= 1'b0;
	end
	else begin
		halt_req_r <= halt_req;
	end
end
always @(*)
begin
	if(rd_en) 
	begin
		case(addr)
               		 ADDR_TCR  :    rdata_r = {20'h0, div_val[3:0], 6'h0, div_en, timer_en};
               		 ADDR_TDR0 :    rdata_r = cnt[31:0];
               		 ADDR_TDR1 :    rdata_r = cnt[63:32];
               		 ADDR_TCMP0:    rdata_r = tcmp0_r;
               		 ADDR_TCMP1:    rdata_r = tcmp1_r;
               		 ADDR_TIER :    rdata_r = tier_r;
               		 ADDR_TISR :    rdata_r = tisr_r;
               		 ADDR_THCSR:    rdata_r = thcsr_tmp;
               		 default:  rdata_r = 32'h0;
        	endcase
	end
	else begin
		rdata_r = 32'h0;
	end
end
assign rdata = rdata_r;
endmodule
module timer_top(
	input sys_clk,
	input sys_rst_n,
	input tim_psel,
	input tim_pwrite,
	input tim_penable,
	input dbg_mode,
	input [11:0] tim_paddr,
	input [31:0] tim_pwdata,
	input [3 :0] tim_pstrb,
	output 	      tim_pready,
	output [31:0] tim_prdata,
	output        tim_pslverr,
	output        tim_int
);
wire write_en;
wire read_en ;
wire div_en  ;
wire [3:0] div_val;
wire halt_req;
wire timer_en;
wire [63:0] count;
wire count_en;
wire tdr0_wr_sel;
wire tdr1_wr_sel;
wire timer_en_neg;
	apb_slave module1(
			  .clk        (sys_clk    ),
			  .rst_n      (sys_rst_n  ),
			  .psel	      (tim_psel   ),
			  .pwrite     (tim_pwrite ),
			  .penable    (tim_penable),
			  .wr_en      (write_en   ),
			  .rd_en      (read_en    ),
			  .pready     (tim_pready )
	);
	register module2(
                          .clk        (sys_clk    ),  
                          .rst_n      (sys_rst_n  ),
			  .addr       (tim_paddr  ),
		   	  .wdata      (tim_pwdata ),
			  .wr_en      (write_en   ),
			  .rd_en      (read_en    ),
			  .pstrb      (tim_pstrb  ),
			  .cnt        (count      ),
			  .debug_mode (dbg_mode),
			  .tim_int    (tim_int    ),
			  .div_en     (div_en     ),
			  .div_val    (div_val    ),
			  .halt_req_out   (halt_req   ),
			  .timer_en   (timer_en   ),
			  .rdata      (tim_prdata ),
			  .pslverr    (tim_pslverr),
			  .timer_en_neg(timer_en_neg),
			  .tdr0_wr_sel(tdr0_wr_sel),
			  .tdr1_wr_sel(tdr1_wr_sel)
	);
	counter_control module3(
	 		  .clk        (sys_clk    ),
                          .rst_n      (sys_rst_n  ),
			  .div_en     (div_en     ),
			  .div_val    (div_val    ),
			  .halt_req   (halt_req   ),
			  .timer_en   (timer_en   ),
			  .debug_mode (dbg_mode),
			  .cnt_en     (count_en   )
	);
	counter module4(
			  .clk        (sys_clk    ),
                          .rst_n      (sys_rst_n  ),
			  .wdata      (tim_pwdata ),
			  .pstrb      (tim_pstrb),
			  .cnt_en     (count_en   ),
			  .timer_en_neg(timer_en_neg),
			  .tdr0_wr_sel(tdr0_wr_sel),
			  .tdr1_wr_sel(tdr1_wr_sel),
			  .cnt        (count      )
	);
endmodule
```
**/design/flow/run.sh**
```bash
#!/bin/bash
# OpenROAD 26Q1-2900-gdf79404cd8, Yosys 0.63+post, stock flow scripts
make -C /OpenROAD-flow-scripts/flow DESIGN_CONFIG=/design/flow/config.mk WORK_HOME=/design/flow/orfs finish
```
**/design/flow/config.mk**
```make
export PLATFORM = sky130hd
export DESIGN_NAME = timer_top
export DESIGN_NICKNAME = timer_top
export VERILOG_FILES = /design/flow/design.v
export SDC_FILE = /design/flow/constraint.sdc
export NUM_CORES = 4
export LEC_CHECK = 1
export CORE_UTILIZATION = 30
```
**/design/flow/constraint.sdc**
```tcl
current_design timer_top

set clk_period 9.3
set clk_io_pct 0.2

create_clock -name clk0 -period $clk_period [get_ports {sys_clk}]

set non_clock_inputs [all_inputs -no_clocks]
set_input_delay [expr $clk_period * $clk_io_pct] -clock clk0 $non_clock_inputs
set_output_delay [expr $clk_period * $clk_io_pct] -clock clk0 [all_outputs]
```
==> Slide: Implementation Results <==
Physical Implementation Snapshot

Power and ir drop
  • Seq pwr share: 47.1%
  • Internal: 1.05 mW
  • Net Sw Frac: between 20% and 30%
  • Pwr Total: 1.36 mW
  • Clock share of power: between 40% and 50%
  • LEAKAGE: around 4.5 nW
  • Logic pwr share: 4.2%
  • Worst VDD drop: 0.113 mV
  • Power density over cell area: 121 nW/µm²
  • Switching component of the power: 0.316 mW

Critical path
  • Critical Path Fanout Max: 36
  • Most frequent CP cell: clkdlybuf4s50_1
  • R2R setup slack: ~5.7 ns
  • R2r endpoint: module4.cnt1[21]$_DFFE_PN0P_
  • Worst setup EP type: output pin
  • Reg2Reg Launch Point: module2.div_val[1]$_DFFE_PN0P_
  • Critical path cell sequence: clkdlybuf4s50_1 > nor4_1 > nand3_1 > nor4bb_4 > buf_4 > a22oi_1 > a31oi_1 > clkdlybuf4s50_1
  • Crit. Startpoint: tim_paddr[6]
  • Crit path DAT: between 5 and 6 ns
  • CP required: 7.44 ns
  • Max incr delay on CP: about 0.51 ns
  • Start-to-end type of the worst setup path: in -> out
  • Reg2reg path depth: 8
  • Worst-path cell with the longest stage delay: clkdlybuf4s50_1
  • CP endpoint: tim_prdata[9]
  • Worst setup SP type: primary input

Outcome
  • Outcome: finished clean

Synthesis
  • Ys Warns: 5
  • Yosys cell types: just over 70
  • Cells after Synth: ~1000
  • Cell Area, Synth: 9420 µm²
  • Yosys top cell area share: 21.8%
  • Syn_area_per_cell: 9.64 µm²
  • Ys cells: slightly below 1k
  • Async set or reset register ratio after synthesis: around 100%
  • Synth Seq Share: approximately 40%
  • Commonest flop: dfrtp_1
  • Synth area leader: dfrtp_1
  • Yosys stat chip area: around 9400 µm²
  • Synth top area cells: dfrtp_1 (22%), dfstp_2 (18%), xor2_1 (9.3%), mux2_2 (8.6%), nand2_1 (4.4%)
  • EDFF count, synth: 0
  • Ys flops: 147

STA
  • Post-route clock skew: 0.0134 ns
  • Period utilization: 73.9%
  • Worst slew pin tran: 0.892 ns
  • Post-route minimum period: about 7 ns
  • Max Slew Vio Count: 0
  • RSZ-0062 raised after global routing: false
  • Final Hold Vio Count: 0
  • # setup viols final: 0
  • Worst slew margin: approximately 40%
  • Setup tns final: 0 ns
  • Maximum clock frequency: 145 MHz

Route
  • Antenna cells: 0
  • Initial drt markers: 874
  • Post-DRT Antenna Nets: 0
  • Number of detailed-route iterations in the first pass: 25
  • Drt wl/cell: 22.6 µm
  • Vias: 8311
  • Final WL: 32700 µm
  • DRC: 0
  • Via-to-Cell Ratio: about 5.7

Placement
  • Final HPWL DP: 23700 µm
  • GPL Wtd Cong: 0.970
  • IO Port Bufs: 88

Clock network
  • Clock H-tree levels: 4
  • Worst-Skew Late Latency: 0.43 ns
  • CTS root buffer: clkbuf_16
  • CTS Hold Bufs: 0
  • CTS tree: done
  • CTS Buf Count: 17
  • CTS Buffer Depth: 2
  • Post-CTS sizing: 0
  • CTS clk-pin slew, worst paths: 0.05 ns
  • Clock sink count: 147
  • Post-CTS Repair Setup Buffers: 0

Run
  • Tool warning count: 25
  • Max-cap violations: 0

Finish
  • Fraction of layout cells with a size suffix above 1: 20.0%
  • FILL cells: 3016
  • Register Area: roughly 3800 µm²
  • Area Overhead vs Synth: 19.6%
  • Logic area: ~5400 µm²

Global route
  • First-pass GRT wire length: 50500 µm
  • Vias in the first global route: roughly 8k
  • Initial antenna violation count: 0
  • Largest net degree at the start of global routing: just under 60
  • Total global routing track utilization: between 20% and 30%
  • GRT overflow: 0

Floorplan
  • Die W: 179 µm
  • Die area: 32100 µm²
  • Row cnt: around 64
  • Core footprint: 30700 µm²
  • IO Pins: 89
  • Die boundary height: 179 µm
  • Fp_density: a little under a third

Worst hold path
  • Worst hold path depth: 1
  • Worst Hold Class: reg -> reg
## synthesized netlist by cell type (all sizes together), types with 3 or more instances
cell and n:
nor3 11, a2111oi 6, o21ai 75, o2111ai 17
o211ai 16, xnor2 24, and4 12, nand3 35
inv 8, a22oi 14, a21oi 34, and3 25
buf 12, a31oi 7, nor4 25, dfstp 65
nor3b 5, nand2 111, mux2 72, o31ai 3
nor2b 4, a22o 7, nor2 37, a222oi 30
and2 10, a211oi 8, dfrtp 82, or4 3
a2bb2oi 5, xor2 100, or3 6, clkbuf 53
nand4 18
## per-stage QoR
stage                     util (%)  instance area, µm²  setup WS [ns]  hold slack [ns]  instances
after floorplan                  -                9420           3.82            0.465        977
after global placement        34.8               10700           2.44            0.511       1414
after detailed placement      34.8               10700           2.39            0.512       1414
after CTS                     36.7               11300           2.37            0.524       1446
after global routing          36.7               11300           2.16            0.548       1446
final                         36.7               11300           2.42            0.522       1446
## state kept, by name, indices dropped and copies added, names as in the netlist, 4 cells and up
name,flops
module2.div_val,4
module2.tcmp0_r,32
module4.cnt0,32
module2.tcmp1_r,32
module3.int_cnt,8
module4.cnt1,32
## routing by layer
layer,vias to the layer above,global-route usage [%],share of wire [%]
met1,4122,32.3,45
met5,-,0,0
li1,3804,-,-
met2,328,31.2,44
met4,0,6.51,3.5
met3,57,5.25,7.9
## worst max-delay path, delay by kind of cell
kind | cells | cell delay, ns
simple gates | 3 | 1.32
compound gates | 2 | 0.49
buf+inv | 3 | 1.34
## power by group through the flow
stage,Clock (mW),Sequential [mW],Combinational (mW)
after global routing,0.705,0.642,0.0633
after CTS,0.677,0.642,0.0592
final,0.664,0.642,0.0580
## worst min-delay path by stage
stage	start	endpoint	slack, ns
4_1_cts	module2.tier_r[0]$_DFF_PN0_	module2.tier_r[0]$_DFF_PN0_	0.52
5_1_grt	module2.tier_r[0]$_DFF_PN0_	module2.tier_r[0]$_DFF_PN0_	0.55
6_report	module2.tier_r[0]$_DFF_PN0_	module2.tier_r[0]$_DFF_PN0_	0.52
## layout by cell type (no fill, tap or decap), types with 8 or more instances in the layout
master           count
nor3_1              10
and3_1              25
xnor2_1             24
nand4_1             18
buf_4               18
dfrtp_1             82
mux2_2              72
a22oi_1             14
nor2_1              36
a222oi_1            30
and4_1              12
and2_1               9
o211ai_1            16
nand3_1             35
inv_1                8
nand2_1            111
clkdlybuf4s50_1     87
o2111ai_1           17
xor2_1             100
a21oi_1             32
o21ai_0             14
nor4_1              22
clkbuf_16           17
dfstp_2             65
o21ai_1             61
## layout make-up
type / instances / area share [%]
clock inverters: 12 / 0.933
repair buffers: 106 / 9.03
multi-input cells: 757 / 48.0
clock buffers: 20 / 4.05
flip-flops and latches: 147 / 33.4
inverters: 8 / 0.266
well taps: 396 / 4.40
## cells by family after synthesis
| logic type | share of synthesized area, % |
|---|---|
| compound gates | 18.8 |
| buf+inv | 3.17 |
| simple gates | 17.5 |
| mux | 8.82 |
| fa+ha+maj | 0.266 |
| flops | 39.9 |
| xor+xnor | 11.5 |
Power is estimated from default activity; no workload was simulated.
